File: design/flow/config.mk
export PLATFORM = sky130hd
export DESIGN_NAME = seq_multiplier
export DESIGN_NICKNAME = seq_multiplier
export VERILOG_FILES = /design/flow/design.v
export SDC_FILE = /design/flow/constraint.sdc
export NUM_CORES = 4
export LEC_CHECK = 1
export CORE_AREA = 10 10 70 70
export DIE_AREA = 0 0 80 80
File: design/flow/constraint.sdc
current_design seq_multiplier

set clk_period 4.5
set clk_io_pct 0.2

create_clock -name clk0 -period $clk_period

set non_clock_inputs [all_inputs -no_clocks]
set_input_delay [expr $clk_period * $clk_io_pct] -clock clk0 $non_clock_inputs
set_output_delay [expr $clk_period * $clk_io_pct] -clock clk0 [all_outputs]
File: design/flow/design.v
`timescale 1ns / 1ps
module seq_multiplier(a,b,product);
    input [3:0] a,b;
    wire [3:0]m0;
    wire [4:0]m1;
    wire [5:0]m2;
    wire [6:0]m3;
    wire [7:0] s1,s2,s3;
    output [7:0] product;
    assign m0 = {4{a[0]}} & b[3:0];
    assign m1 = {4{a[1]}} & b[3:0];
    assign m2 = {4{a[2]}} & b[3:0];
    assign m3 = {4{a[3]}} & b[3:0];
    assign s1 = m0 + (m1<<1);
    assign s2 = s1 + (m2<<2);
    assign s3 = s2 + (m3<<3);
    assign product = s3;
endmodule
File: design/flow/run.sh
#!/bin/bash
# OpenROAD 26Q1-2900-gdf79404cd8, Yosys 0.63+post, stock flow scripts
make -C /OpenROAD-flow-scripts/flow DESIGN_CONFIG=/design/flow/config.mk WORK_HOME=/design/flow/orfs finish
==> flow_metrics.py <==
# Generated from Yosys and OpenROAD reports
metrics = {
    "timing": {
        "slew_headroom_pct": 88.28,
        "fin_setup_tns_ns": 0,
        "timing.final.crit_period_ns": 4.393,
        "clock.fmax_mhz": 227.6,
        "tightest_slew_ns": 0.1746,
        "finalSetupViolCount": 0,
        "finalCritPeriodShare_pct": 97.62,
        "rsz0062_at_grt": "false",
        "finalHoldViolations": 0,
        "slew_viol_final": 0,
        "fin_ws_ns": 0.1073,
    },
    "layout": {
        "ff_count": 0,
        "fill_cells": 389,
        "mostFrequentLayoutCells": "9 x and2_1, 9 x buf_4, 8 x ha_1",
        "areaGrowthSynthToFinish_pct": 76.62,
        "nClkBuffers": 0,
        "ff_latch_area_um2": 0,
        "drive_above_1_share_pct": 37.31,
    },
    "flow_run": {
        "warnings": 32,
        "drv_cap": 0,
    },
    "global_routing": {
        "overflow": 0,
        "grt_pass1_vias": 383,
        "gr-usage-all-layers_pct": 3.284,
        "grt_max_degree": 5,
        "grt_pass1_wl_um": 1773,
        "antenna_found_initial": 0,
    },
    "setup_path": {
        "crit_type": "primary input to primary output",
        "worstPathArrival_ns": 3.49,
        "cp_data_required_time_ns": 3.60,
        "cp-end-kind": "primary output",
        "crit_fanout": 2,
        "cp-start-kind": "primary input",
    },
    "floorplanning": {
        "io_pins": 16,
        "die_w_um": 80,
        "die.size.y_um": 80,
        "coreArea_um2": 3416,
        "rows": 21,
        "floorplan.core_util_pct": 11.28,
        "die-area_um2": 6400,
    },
    "drt": {
        "viasPerCell": 3.283,
        "first_pass_iters": 4,
        "wire_per_inst_um": 9.212,
        "n_antenna_cell": 0,
        "finalWirelength_um": 1041,
        "postRouteAntennaNets": 0,
        "vias": 371,
        "drt_iter0_drc": 15,
        "drc": 0,
    },
    "power_and_ir_drop": {
        "peakVddDrop_mv": 0.02402,
        "power.density_nw_per_um2": 118.2,
        "cellLeakagePower_nw": 0.3683,
    },
    "synth": {
        "ys_cells": 42,
        "synth_cell_types": 10,
        "syn_avg_cell_area_um2": 9.175,
        "synthesis.area_um2": 385.4,
        "seq_area_frac_synth_pct": 0,
        "postSynthCellCount": 42,
        "yosysWarnings": 0,
        "yosys_area_um2": 385.4,
    },
    "clock_tree": {
        "cts_hold_buffers": 0,
    },
    "place": {
        "gp_congestion": 0.8519,
        "io_buffers": 16,
        "hpwl_um": 899.1,
        "dp_slack_ns": -0.6946,
    },
    "status": {
        "status": "complete, no violations",
    },
    "min_path": {
        "hold_depth": 5,
        "hold_class": "primary input to primary output",
    },
}
report_power, final:
part	leakage (nW)	internal [W]	switching, W
Sequential	0	0	0
Clock	0	0	0
Combinational	0.368	0.0000505	0.0000299
worst max-delay path, stage by stage:
cell and delay [ns]:
dlygate4sd2_1 0.25, and2_4 0.14, fa_1 0.51, inv_2 0.04, fa_1 0.49, inv_1 0.04, ha_2 0.19, fa_2 0.36
a21o_1 0.17, a21oi_2 0.12, xnor2_1 0.15, buf_2 0.13
metal layers:
metal | track usage (%) | vias to the layer above | part of all wire (%)
met2 | 4.013 | 13 | 34
met5 | 0 | - | 0
met4 | 0 | 0 | 0
met3 | 1.364 | 0 | 13
li1 | - | 187 | -
met1 | 5.338 | 171 | 53
kinds of logic (layout without fill, tap and decap cells):
family | Yosys count | in the layout | synth area share (%)
and+or+nand+nor | 16 | 16 | 23.37
adders and majority gates | 15 | 15 | 58.44
AOI/OAI and AO/OA | 4 | 4 | 7.466
buffers and inverters | 4 | 29 | 3.895
xor gates and xnor gates | 3 | 3 | 6.819
final cells by class:
type	instances	area, um^2	area share (%)
inverter	4	15.01	2.206
multi-input combinational	38	404.1	59.38
tap	46	57.56	8.456
timing repair buffer	25	203.9	29.96
Yosys cell counts:
cell type  count  area, um^2
a21o_1         2       15.01
a21oi_1        1       5.000
a21oi_2        1       8.760
and2_1        12       75.07
fa_1           5       100.1
ha_1          10       125.1
inv_1          4       15.01
nand2_1        4       15.01
xnor2_1        2       17.52
xor2_1         1       8.760
metrics by stage:
stage	util (%)	hold slack [ns]	std cells	instance area (um^2)	total power [W]
6_report	19.93	2.382	113	680.7	0.00008044
5_1_grt	19.93	2.445	113	680.7	0.00009229
4_1_cts	19.85	2.505	112	678.2	0.00008308
3_5_place_dp	19.41	2.813	112	663.1	0.00008280
3_3_place_gp	19.41	2.817	112	663.1	0.00008323
2_1_floorplan	-	1.872	42	385.4	0.00002942
final timing paths:
check / start / to / slack, ns
worst max-delay path: b[1] / product[7] / 0.11
worst min-delay path: b[3] / product[7] / 2.38
timing repair:
action                     in CTS  in global routing
pin swaps                       1                  8
setup endpoints to repair       4                  2
setup buffers                   0                  1
gates resized                  21                 12
Power and IR drop assume default switching activity.
