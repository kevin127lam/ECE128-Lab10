$ cat /design/flow/design.v
`timescale 1ns / 1ps
module ram(i_clk, i_rst, i_write_en, i_addr, i_write_data, o_read_data);
    input i_clk, i_rst, i_write_en;
    input [2:0] i_addr;
    input [3:0] i_write_data;
    output reg [3:0] o_read_data;
    reg [3:0] mem [0:7];
    always @ (posedge i_clk) begin
        if(i_rst) begin
            mem[0]<= 4'b0;
            mem[1]<= 4'b0;
            mem[2]<= 4'b0;
            mem[3]<= 4'b0;
            mem[4]<= 4'b0;
            mem[5]<= 4'b0;
            mem[6]<= 4'b0;
            mem[7]<= 4'b0;
        end 
        else begin
            if(i_write_en)
                mem[i_addr] <= i_write_data;
            else
                o_read_data <= mem[i_addr];
            end
        end
endmodule
$ cat /design/flow/run.sh
#!/bin/bash
# OpenROAD 26Q1-2900-gdf79404cd8, Yosys 0.63+post, stock flow scripts
make -C /OpenROAD-flow-scripts/flow DESIGN_CONFIG=/design/flow/config.mk WORK_HOME=/design/flow/orfs finish
$ cat /design/flow/config.mk
export PLATFORM = sky130hd
export DESIGN_NAME = ram
export DESIGN_NICKNAME = ram
export VERILOG_FILES = /design/flow/design.v
export SDC_FILE = /design/flow/constraint.sdc
export NUM_CORES = 4
export LEC_CHECK = 1
export CORE_UTILIZATION = 40
$ cat /design/flow/constraint.sdc
current_design ram

set clk_period 2.1
set clk_io_pct 0.2

create_clock -name clk0 -period $clk_period [get_ports {i_clk}]

set non_clock_inputs [all_inputs -no_clocks]
set_input_delay [expr $clk_period * $clk_io_pct] -clock clk0 $non_clock_inputs
set_output_delay [expr $clk_period * $clk_io_pct] -clock clk0 [all_outputs]
==> results.toml <==
# physical design summary
[run_status]
status = "finished clean"

[drt]
top_layer_used = "met4"
viasPerCell = 4.94
avgRoutedWirePerCell_um = 15.7
routed-wl-met2_um = 1510
dr.first_iter.drc_count = 62
drt-total-wl_um = 3180
first_pass_iters = 4
route.detailed.drc = 0
vias = 1002
drt.antenna.violating_nets = 0
drt-met1-wl_um = 1420
dr_wl_met3_um = 200
n_antenna_cell = 0

[setup_path]
cp_data_arrival_time_ns = 1.94
crit_path_max_incr_delay_ns = 0.66
endpoint = "o_read_data[0]"
cp_cell_sequence = "clkdlybuf4s50_1, mux4_1, mux2_2"
cp-startpoint = "i_addr[0]"
timing.rr.start = "mem[3][1]"
path_class = "in2reg"
required_ns = 2.13
critPathMaxFanout = 7
cp_slowest_cell = "clkdlybuf4s50_1"
end_kind = "register"
r2r_setup_slack_ns = 0.68
start_kind = "primary input"
r2r_end = "o_read_data[1]"
r2r_cells = 2

[clocking]
cts_buffers = 5
cts_setup_buffers = 0
clkTransAtPathRegs_ns = 0.06
htree_levels = 2
cts_tree = "built"
clk_path_buf_depth = 2
cts_hold_buf = 0
cts-root-buf = "clkbuf_8"
cts-resized-gates = 0
cts_sinks = 36
insertion_delay_ns = 0.28

[synthesis]
synth-seq-cells = 36
topCellsByArea = "edfxtp_1 63%, and2_1 12%, mux4_1 6.1%, or2_2 2.9%, nor2_1 2.4%"
top_cell_area_share = 0.630
syn_area_mm2 = 0.00172
synth_seq_share = 0.630
async_flop_share = 0
ys_area_mm2 = 0.00172
edf_count = 36
ys_cells = 123
synth.most_common_cell = "edfxtp_1"
yosys_most_used_dff = "edfxtp_1"
top_cells_by_count = "36 x edfxtp_1, 32 x and2_1, 11 x nor2_1, 8 x or2_2"
netlist_instances = 123
synth_top_cell_by_area = "edfxtp_1"
ys_warn_count = 1
synth.avg_cell_area_um2 = 13.9
yosysUniqueCellTypes = 25

[final_timing]
finalCritPeriodShare = 0.907
hold_viol = 0
timing.final.ws_setup_ns = 0.194
clock_skew_ns = 0.00319
fin_crit_ns = 1.91
tightestPinTransition_ns = 0.397
rsz0062_at_grt = "false"
slew-limit-headroom = 0.734
setup_violations = 0
finalMaxSlewViolations = 0
fmax_mhz = 525

[pwr]
pwr_density_cell_mw_per_mm2 = 691
peakVddDrop_uv = 427
power.leakage_nw = 0.782

[placed_design]
dp_hpwl_um = 2410
dp.cells = 196
gp_congestion = 0.817
portBuffers = 13
placed_area_mm2 = 0.00199
preCtsSetupSlack_ns = -0.107

[finish]
instances_no_fill = 203
fillers = 344
drive_gt1_frac = 0.222
design_area_mm2 = 0.00207
area_delta_synth_final_pct = 20.6
fin_util = 0.510

[global_route]
grt_pass1_wl_um = 5040
grt_pass1_vias = 960
antenna_found_initial = 0
grt_max_degree = 11
overflow = 0
grtUsageTotal = 0.176

[floorplanning]
die_w_um = 67.5
initCoreUtil = 0.423
dieArea_mm2 = 0.00455
die_h_um = 67.5
core_mm2 = 0.00406
io_pins = 14
row_count = 23

[worst_hold_path]
hp-class = "reg2reg"

[run]
warnings = 25
maxCapViolCount = 0
## critical path: cells and delay by family
kind                   cells  cell delay, ns
multiplexers               2            0.86
buffers and inverters      1            0.66
## power by group
part,switching [W],internal [W]
Sequential,0.0000149,0.000837
Combinational,0.0000652,0.0000791
Clock,0.000215,0.000218
Total,0.000295,0.00113
## final cells by class
type	instances	area [µm²]	share of cell area
timing repair buffer	29	250	0.121
sequential	36	1080	0.522
clock buffer	5	68.8	0.0333
tap	50	62.6	0.0302
multi-input combinational	81	599	0.290
clock inverter	2	7.51	0.00363
## logic make-up after synthesis
kind of cell,Yosys count,synth area share
AOI/OAI and AO/OA,9,0.0357
buffers and inverters,6,0.0204
DFF,36,0.630
muxes,11,0.107
and+or+nand+nor,61,0.206
## sequential cells by signal, indices dropped and copies added, names as in the netlist
register and flops:
mem 32, o_read_data 4
## worst min-delay path by stage
stage | end | start | slack, ns | depth (start not counted)
final | o_read_data[2] | mem[0][2] | 0.69 | 3
after global routing | o_read_data[2] | mem[0][2] | 0.72 | 3
after CTS | o_read_data[2] | mem[0][2] | 0.70 | 3
## stage by stage
step / hold slack (ns) / setup TNS, ns / total power, W
CTS: 0.697 / 0 / 0.00145
finish: 0.695 / 0 / 0.00143
global placement: 0.680 / -0.217 / 0.00101
detailed placement: 0.685 / -0.432 / 0.00101
global route: 0.716 / 0 / 0.00150
floorplan: 0.618 / 0 / 0.000942
## placed cells by master (no fill, tap or decap)
master           netlist  final
mux2_2                 3      3
nor2b_1                1      1
edfxtp_1              36     36
o21ai_0                1      1
nor3_2                 1      1
mux2i_1                3      3
nor3_1                 1      1
mux2_4                 1      1
and2_1                32     32
or2_2                  8      8
a21oi_1                3      3
a22o_1                 1      1
clkinv_1               0      2
or3b_1                 1      1
clkdlybuf4s50_1        0     13
nand2_1                2      2
a211o_1                2      2
a211oi_1               1      1
nand3b_1               1      1
nand2b_1               2      2
clkbuf_8               0      5
a22oi_1                1      1
mux4_1                 4      4
nor2_1                11     11
buf_4                  0     16
nand3_1                1      1
## routing by layer
metal	vias to the layer above	track usage
li1	502	-
met1	465	0.277
met2	30	0.265
met3	5	0.0634
met4	0	0.0213
met5	-	0
Power figures rest on the tool's default switching activity, not on a simulated workload.
